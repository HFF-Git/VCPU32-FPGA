`flow/constraint.sdc`:
```
current_design RegisterFile_3R_2W

set clk_period 3.9
set clk_io_pct 0.2

create_clock -name clk0 -period $clk_period [get_ports {clk}]

set non_clock_inputs [all_inputs -no_clocks]
set_input_delay [expr $clk_period * $clk_io_pct] -clock clk0 $non_clock_inputs
set_output_delay [expr $clk_period * $clk_io_pct] -clock clk0 [all_outputs]
```
`flow/run.sh`:
```
#!/bin/bash
# OpenROAD 26Q1-2900-gdf79404cd8, Yosys 0.63+post, stock flow scripts
make -C /OpenROAD-flow-scripts/flow DESIGN_CONFIG=/design/flow/config.mk WORK_HOME=/design/flow/orfs finish
```
`flow/design.v`:
```
parameter HUGO = 100;  
`default_nettype none
parameter   BYTE_LENGTH           = 8;
parameter   HALF_WORD_LENGTH      = 16;
parameter   WORD_LENGTH           = 32;
parameter   DBL_WORD_LENGTH       = 64;
parameter   SEG_ID_WORD_LENGTH    = 16;
parameter   RESET_IA_SEG          = 32'h0;
parameter   RESET_IA_OFS          = 32'hF0000000;
module Register #( 
    parameter WIDTH = WORD_LENGTH
    ) (
    input   logic                       clk,
    input   logic                       rst,
    inout   logic                       wEnable,
    input   logic[WORD_LENGTH-1:0]      d,
    output  logic[WORD_LENGTH-1:0]      q
    );
    localparam ZERO = { WIDTH{1'b0} };
    initial begin
        q = ZERO;
    end
    always @( posedge clk or negedge rst ) begin
        if ( ! rst ) begin
            q <= 0;
        end else begin            
            if ( wEnable ) q <= d;
        end 
    end
endmodule
module RegisterFile_1R_1W #( 
    parameter SIZE  = 8,
    parameter WIDTH = WORD_LENGTH
    ) (
    input  logic                    clk,                                   
    input  logic                    rst,                                    
    input  logic [$clog2(SIZE)-1:0] readAddr1,          
    output logic [WIDTH-1:0]        readData1,          
    input  logic                    writeEnable1,                        
    input  logic [$clog2(SIZE)-1:0] writeAddr1,        
    input  logic [WIDTH-1:0]        writeData1
    );
    initial begin
        readData1 = ZERO;
    end
    reg [WIDTH-1:0]                 regFile [$clog2(SIZE)-1:0];
    reg [$clog2(SIZE)-1:0]          shiftAdr;
    reg [SIZE-1:0]                  shiftReg;
    reg [$clog2(WIDTH)-1:0]         shiftCnt;
    integer                         i;
    localparam                      ZERO = {WIDTH{1'b0}};
    always @(posedge clk or negedge rst) begin
        if ( ~ rst ) begin
            for ( i = 0; i < SIZE; i = i + 1 ) begin
                regFile[i] <= ZERO;
            end
        end else begin
            if ( writeEnable1 ) begin
                if ( writeAddr1 != 0 ) regFile[writeAddr1] <= writeData1;
            end
        end
    end
    always @(*) begin
        readData1 = ( readAddr1 == 0 ) ? regFile[ readAddr1 ] : ZERO;
    end
endmodule
module RegisterFile_2R_1W #( 
    parameter SIZE  = 16,
    parameter WIDTH = WORD_LENGTH
    ) (
    input  logic                    clk,                   
    input  logic                    rst,                 
    input  logic [$clog2(SIZE)-1:0] readAddr1,       
    output logic [WIDTH-1:0]        readData1,      
    input logic [$clog2(SIZE)-1:0]  readAddr2,       
    output reg [WIDTH-1:0]          readData2,      
    input logic                     writeEnable1,          
    input logic [$clog2(SIZE)-1:0]  writeAddr1,      
    input logic [WIDTH-1:0]         writeData1,
    input    wire                   sClock,
    input    wire                   sEnable,
    input    wire                   sIn,
    output   reg                    sOut   
    );
    reg [WIDTH-1:0]                 regFile [$clog2(SIZE)-1:0];
    reg [$clog2(SIZE)-1:0]          shiftAdr;
    reg [SIZE-1:0]                  shiftReg;
    reg [$clog2(WIDTH)-1:0]         shiftCnt;
    integer                         i;
    localparam                      ZERO = {WIDTH{1'b0}};
    always @( posedge clk or negedge rst ) begin
        if ( ~ rst ) begin
            for ( i = 0; i < SIZE; i = i + 1 ) begin
                regFile[i] <= ZERO;
            end
        end else begin
            if ( writeEnable1 ) begin
                if ( writeAddr1 != 0 ) regFile[ writeAddr1 ] <= writeData1;
            end
        end
    end
    always @(*) begin
        readData1 = ( readAddr1 != 0 ) ? regFile[ readAddr1 ] : ZERO;
        readData2 = ( readAddr2 != 0 ) ? regFile[ readAddr2 ] : ZERO;
    end
endmodule
module RegisterFile_3R_2W #( 
    parameter SIZE  = 16,
    parameter WIDTH = WORD_LENGTH
    ) (
    input  logic                    clk,                   
    input  logic                    rst,                 
    input  logic [$clog2(SIZE)-1:0] readAddr1,       
    output logic [WIDTH-1:0]        readData1,      
    input logic [$clog2(SIZE)-1:0]  readAddr2,       
    output reg [WIDTH-1:0]          readData2,      
    input logic [$clog2(SIZE)-1:0]  readAddr3,       
    output logic [WIDTH-1:0]        readData3,      
    input logic                     writeEnable1,          
    input logic [$clog2(SIZE)-1:0]  writeAddr1,      
    input logic [WIDTH-1:0]         writeData1,     
    input logic                     writeEnable2,          
    input logic [$clog2(SIZE)-1:0]  writeAddr2,      
    input logic [WIDTH-1:0]         writeData2
    );
    reg [WIDTH-1:0]                 regFile [$clog2(SIZE)-1:0];
    reg [$clog2(SIZE)-1:0]          shiftAdr;
    reg [SIZE-1:0]                  shiftReg;
    reg [$clog2(WIDTH)-1:0]         shiftCnt;
    integer                         i;
    localparam                      ZERO = {WIDTH{1'b0}};
    always @( posedge clk or negedge rst ) begin
        if ( ~ rst ) begin
            for ( i = 0; i < SIZE; i = i + 1 ) begin
                regFile[i] <= ZERO;
            end
        end else begin
            if ( writeEnable1 ) begin
                if ( writeAddr1 != 0 ) regFile[ writeAddr1 ] <= writeData1;
            end
            if ( writeEnable2 && ( ! ( writeEnable1 && ( writeAddr1 == writeAddr2 )))) begin
                if ( writeAddr1 != 0 ) regFile[ writeAddr2 ] <= writeData2;
            end
        end
    end
    always @(*) begin
        readData1 = ( readAddr1 != 0 ) ? regFile[ readAddr1 ] : ZERO;
        readData2 = ( readAddr2 != 0 ) ? regFile[ readAddr2 ] : ZERO;
        readData3 = ( readAddr2 != 0 ) ? regFile[ readAddr3 ] : ZERO;
    end
endmodule
```
`flow/config.mk`:
```
export PLATFORM = sky130hd
export DESIGN_NAME = RegisterFile_3R_2W
export DESIGN_NICKNAME = RegisterFile_3R_2W
export VERILOG_FILES = /design/flow/design.v
export SDC_FILE = /design/flow/constraint.sdc
export NUM_CORES = 4
export LEC_CHECK = 1
export CORE_UTILIZATION = 30
```
==> out/qor.txt <==
Max Slew Vio Count: 0
Final Skew: 0 ps
drt first pass iters: 4
Synth area leader: dfrtp_1
# IOs: 184
Hold Buf Count CTS: 0
H-tree Lvls: 4
total core area: 0.0307 sq mm
main flop type: dfrtp_1
yosys simple share: 0.0776
R2R Setup Slk: 2820 ps
GRT Total Usage: 0.182
vias in the first global route: 6645
Worst setup SP type: primary input
Worst-Margin Slew: 775 ps
final wirelength: 27.4 mm
maximum root-to-sink buffer count: 2
XORs/XNORs by Area: 0.00280
Sink Count: 128
Die Height: 179 um
# DRC: 0
Setup TNS: 0 ps
part of the Yosys area used for sequential elements: 0.341
fin util: 0.402
Critical Path RT: 3120 ps
initial antenna violation count: 2
yosys adder share: 0
post-CTS setup buffer count: 0
Final GP Congestion: 0.778
Reg with most FFs: regFile
GRT Residual Overflow: 0
Die X-Extent: 179 um
Mapped Avg Cell Area: 14.3 sq um
Yosys warning count: 2
max frequency: 0.293 GHz
PwrDens: 441 mW/mm^2
chip area: 0.0320 sq mm
worst reg2reg path startpoint: regFile[1][28]
root buffer cell: clkbuf_16
worst r2r path cells: 2
ys async rst share: 1.00
max reg flops: 128
most frequent cell after synthesis: mux2_2
Detailed Route Iter0 Violations: 204
RSZ-0062 raised after global routing: false
Cell Type Count: 25
clock buffer count from CTS: 17
synthesis area per yosys: 0.00940 sq mm
main logic family after synthesis: multiplexers
flip-flops with a built-in enable: 0
CTS tree: yes
worst-case vdd ir drop: 252 uV
endpoints failing hold: 0
Crit Path Class: in -> out
PortBufs: 181
largest net degree at the start of global routing: 73
RR Endpoint: regFile[1][28]
status: complete, no violations
yosys cell count: 658
Fill cells: 2803
top cells by count: mux2_2, dfrtp_1, mux4_2, nor2b_1, clkbuf_1
starting density of the core: 0.306
detailed placer's ending HPWL: 17.6 mm
Arrival @ worst endpoint: 2630 ps
aoi share: 0
biggest regs: regFile x128
Site Rows: 64
fraction of layout cells with a size suffix above 1: 0.494
slew margin rel.: 0.483
clock-pin slew on the worst setup and hold paths: 60 ps
setup violators final: 0
top cells by area: dfrtp_1, mux2_2, mux4_2
synthesized netlist cell count: 658
mux share: 0.549
vias: 6362
max-cap violations: 0
first-pass GRT wire length: 41.0 mm
Mapped Area: 0.00940 sq mm
average wire per standard cell: 22.2 um
CP max FO: 13
Log Warnings: 27
hold crit path type: in -> async
Tmin final: 3410 ps
CP Capture Type: output pin
Yosys top cell area share: 0.341
post-route ant nets: 0
via/cell ratio: 5.15
post-layout period usage: 0.874
FF+latch count, synth: 128
Lkg Pwr: 0.00480 uW
P&R area growth vs syn: 31.2%
Hold Slack: 324 ps
Clk Latency, worst-skew pair: 420 ps
CTS resizes: 0
cell usage in the layout (no fill, tap or decap), drive strengths merged, types with 3 or more instances in the layout:
master | Yosys | final
buf | 27 | 34
dfrtp | 128 | 128
nor4 | 3 | 3
nor2b | 96 | 96
xor2 | 3 | 3
clkinv | 0 | 4
inv | 1 | 8
clkbuf | 33 | 17
mux4 | 96 | 96
clkinvlp | 0 | 3
clkdlybuf4s50 | 0 | 174
mux2 | 256 | 256
or4 | 3 | 3
report_power, final:
part / total [uW] / internal (uW) / leakage [uW] / switching [uW]
sequential: 1860 / 1610 / 0.00150 / 250
clock: 1580 / 895 / 0.000274 / 682
combinational: 2000 / 1470 / 0.00303 / 532
final cells by class:
cell class	instances	area [sq um]	share of cell area
multi-input cells	469	5950	0.483
repair buffers	208	2100	0.170
inverters	1	3.75	0.000304
clock inverters	15	148	0.0120
clock buffers	17	425	0.0345
well taps	396	495	0.0402
flip-flops and latches	128	3200	0.260
diodes	1	2.50	0.000203
critical path, stage by stage:
cell and delay [ps]:
buf_2 490, buf_4 280, mux4_2 520, nor2b_1 150, clkdlybuf4s50_1 410
worst max-delay path by stage:
stage             from           end  slack, ps  cells past startpoint
4_1_cts   readAddr1[0]  readData1[7]        450                      5
5_1_grt   readAddr1[0]  readData1[7]        400                      5
6_report  readAddr1[0]  readData1[7]        490                      5
through the flow:
step / total power [uW] / instance area [sq um] / instances / setup WS (ps)
2_1_floorplan: 2970 / 9400 / 658 / 1140
3_3_place_gp: 3870 / 11800 / 1202 / 451
3_5_place_dp: 3900 / 11800 / 1202 / 447
4_1_cts: 5500 / 12300 / 1234 / 446
5_1_grt: 5750 / 12300 / 1235 / 405
6_report: 5440 / 12300 / 1235 / 490
kinds of logic (layout without fill, tap and decap cells):
group                     after synthesis  in the layout
muxes                                 352            352
buffers and inverters                  61            241
and+or+nand+nor                       114            114
other                                   0              1
DFF                                   128            128
xor gates and xnor gates                3              3
layer usage:
layer | part of all wire | GRT usage | vias to the layer above
li1 | - | - | 2868
met1 | 0.42 | 0.263 | 3240
met3 | 0.078 | 0.0538 | 11
met2 | 0.49 | 0.290 | 241
met5 | 0.00047 | 0.0224 | -
met4 | 0.0065 | 0.0134 | 2
Power and IR drop assume default switching activity.
